==> flow/design.v <==
module ALU(
           input [15:0] ALU_In1,ALU_In2,                     
           input [2:0] ALU_Sel,                                  
           input ALU_In1_En, ALU_In2_En, ALU_Out_En, BUS_Tri_En,  
           input rst,                                             
           output reg [15:0] ALU_Out_to_TRI, ALU_In1_RegOut, ALU_In2_RegOut, OUT_to_BUS,                 
           output reg [15:0] ALU_Result                                
    );
always @(rst, ALU_In1_En, ALU_In1, ALU_In2)
    begin
         if (!rst)   
         ALU_In1_RegOut = 4'h0;  
      else  
         if (ALU_In1_En)  
         ALU_In1_RegOut = ALU_In1;  
    end  
always @(rst, ALU_In2_En, ALU_In1, ALU_In2)
    begin
         if (!rst)  
         ALU_In2_RegOut = 1'b0;          
      else  
         if (ALU_In2_En)  
         ALU_In2_RegOut = ALU_In2;       
    end   
    always @(*)
    begin
        case(ALU_Sel)
        4'b000:
           ALU_Result = ALU_In1_RegOut + ALU_In2_RegOut ;
        4'b001:  
           ALU_Result = ALU_In1_RegOut - ALU_In2_RegOut ;
        4'b010: 
           ALU_Result = ALU_In1_RegOut & ALU_In2_RegOut;
        4'b011:
           ALU_Result = ALU_In1_RegOut | ALU_In2_RegOut;
        4'b100:
           ALU_Result = ALU_In1_RegOut ^ ALU_In2_RegOut;
        4'b101:
           ALU_Result = ~(ALU_In1_RegOut | ALU_In2_RegOut);
        4'b110:                    
           ALU_Result = ~ (ALU_In1_RegOut ^ ALU_In2_RegOut);
        default: ALU_Result = ALU_In1_RegOut + ALU_In2_RegOut ; 
        endcase
    end
always @(rst, ALU_Out_En, ALU_Result)
    begin
         if (!rst)  
         ALU_Out_to_TRI = 1'b0;  
      else  
         if (ALU_Out_En)  
         ALU_Out_to_TRI = ALU_Result;  
    end   
always @ (ALU_Out_to_TRI,BUS_Tri_En)
    begin   
      if (BUS_Tri_En)
        OUT_to_BUS = ALU_Result;
      else 
        OUT_to_BUS = 1'bz;
  end
endmodule
==> flow/run.sh <==
#!/bin/bash
# OpenROAD 26Q1-2900-gdf79404cd8, Yosys 0.63+post, stock flow scripts
make -C /OpenROAD-flow-scripts/flow DESIGN_CONFIG=/design/flow/config.mk WORK_HOME=/design/flow/orfs finish
==> flow/config.mk <==
export PLATFORM = sky130hd
export DESIGN_NAME = ALU
export DESIGN_NICKNAME = ALU
export VERILOG_FILES = /design/flow/design.v
export SDC_FILE = /design/flow/constraint.sdc
export NUM_CORES = 4
export LEC_CHECK = 1
export CORE_UTILIZATION = 40
==> flow/constraint.sdc <==
current_design ALU

set clk_period 20.1
set clk_io_pct 0.2

create_clock -name clk0 -period $clk_period

set non_clock_inputs [all_inputs -no_clocks]
set_input_delay [expr $clk_period * $clk_io_pct] -clock clk0 $non_clock_inputs
set_output_delay [expr $clk_period * $clk_io_pct] -clock clk0 [all_outputs]
==> results_slide.txt <==
Synthesis and Place & Route Summary

Run status
  • Status: finished, final reports clean

Yosys
  • Largest area contributor in the netlist: dlxtn_1
  • Syn Area/Cell: 7.44 µm²
  • Post-synth EDFFs: 0
  • Netlist Area Pre-Place: 3610 µm²
  • Synthesis Warnings: 2
  • Chip Area, Yosys: 3610 µm²
  • Post-synth cell types: 53
  • Max-area cell share: 20.0%
  • Asr flop ratio synth: 0%
  • Biggest area cells: dlxtn_1 20%, ha_1 17%, and2_1 8.8%, inv_1 5.4%, a21oi_1 4.2%
  • Ys flops: 48
  • Total cells reported by yosys after synthesis: 485
  • Top FF cell, synth: dlxtn_1
  • Mapped Cells: 485

CTS
  • Post-CTS Resized: 0
  • Post-CTS Hold Buffers: 0
  • Post-CTS setup buffers: 0

Global route
  • Pin count of the biggest net entering global routing: 54
  • First-pass GRT wire length: 16.3 mm
  • Initial antenna violation count: 0
  • Total congestion overflow: 0
  • Number of global-route vias before repair: 3170
  • GRT Resource Usage Total: 21.1%

Critical path
  • Endpoint class of the critical path: output port
  • Startpoint types: primary input
  • Crit path DAT: 8.25 ns
  • Critical path peak fanout: 27
  • Req. time, crit path: 16.08 ns
  • CP Class: primary input to output port

Finish
  • Final Core Density: 56.1%
  • Syn-to-layout area delta: 35.6%
  • Layout cells sized above 1: 2.38%
  • Fill count: 850

Timing
  • Endpoints left unconstrained: 96
  • Period utilisation layout: 61.1%
  • Fmax: 0.0815 GHz
  • RSZ-0062 raised after global routing: no
  • Final tally of setup violations: 0
  • Final Max Tran Viols: 0
  • Min cycle time layout: 12.27 ns
  • Worst-Margin Slew: 0.859 ns
  • Slew HR: 42.4%
  • Register pins left without a clock: 48
  • TNS Setup: 0 ns
  • Endpoints failing hold: 0

Die
  • Die width: 97.0 µm
  • Core footprint: 8720 µm²
  • Row count: 34
  • Top-Level Pins: 120
  • Init Core Util: 41.4%
  • Die Size: 9410 µm²
  • Die height: 97.0 µm

Detailed routing
  • Total routed wirelength: 9.81 mm
  • DRC: 0
  • ANT cells: 0
  • Vias per cell: 5.16
  • DR iter-0 viols: 251
  • Antenna Nets Post-Route: 0
  • DR pass1 iterations: 5
  • Via count: 3589
  • Post-DR wirelength/cell: 14.1 µm

Job
  • Tool warning count: 50
  • Max Cap Violations: 0

Power
  • Power Density: 15.3 nW/µm²
  • VDD IR-drop max: 0.00786 mV
  • Leak: 2.20 nW

Placement
  • Final HPWL DP: 8.05 mm
  • GP Congestion: 0.943
  • Number of port buffers: 120

Worst hold path
  • Worst min path class: primary input to output port
-- cell type report --
class	count	area (µm²)	area share, %
well taps	108	135	2.76
flip-flops and latches	48	721	14.7
multi-input cells	362	2610	53.2
inverters	53	199	4.06
repair buffers	125	1230	25.2
-- synth_stat cells (all sizes together), types with 5 or more instances --
master / n
inv: 52
and2: 51
dlxtn: 48
ha: 48
nor2: 34
a21oi: 31
o21ai: 28
nand2: 25
clkbuf: 18
xnor2: 16
mux2i: 14
a211oi: 11
o22ai: 11
a21o: 8
nor2b: 8
nor3: 7
nand3: 6
o21a: 5
o31ai: 5
or3: 5
xor2: 5
-- layer usage --
metal	part of all wire (%)	GRT usage, %	wire length [µm]	vias up
li1	-	-	-	1878
met1	53	35.0	5180	1555
met2	40	32.1	3960	156
met3	6.9	1.76	677	0
met4	0	0	0	0
met5	0	0	0	-
-- cell usage in the layout, fill, tap and decap left out, types with 3 or more instances in the layout --
cell / Yosys / layout
a211oi_1: 11 / 11
a21o_1: 8 / 8
a21oi_1: 30 / 30
a222oi_1: 3 / 3
a22oi_1: 4 / 4
and2_1: 51 / 51
and3_1: 3 / 3
buf_4: 0 / 5
clkdlybuf4s50_1: 0 / 119
dlxtn_1: 48 / 48
ha_1: 48 / 48
inv_1: 52 / 52
mux2i_1: 14 / 14
nand2_1: 25 / 25
nand2b_1: 4 / 4
nand3_1: 6 / 6
nor2_1: 34 / 34
nor2b_1: 8 / 8
nor3_1: 7 / 7
o21a_1: 5 / 5
o21ai_0: 16 / 16
o21ai_1: 12 / 12
o22ai_1: 11 / 11
o31ai_1: 5 / 5
o41ai_1: 3 / 3
or3_1: 4 / 4
xnor2_1: 16 / 16
xor2_1: 5 / 5
-- final timing paths --
path	startpoint	endpoint	depth (start not counted)
setup / recovery	ALU_Sel[1]	OUT_to_BUS[15]	16
hold / removal	BUS_Tri_En	OUT_to_BUS[10]	3
-- cell families (layout without fill, tap and decap cells) --
group | count (synthesis) | in the layout | share of synthesized area, %
XOR/XNOR | 21 | 21 | 5.10
latches | 48 | 48 | 20.0
buffers and inverters | 75 | 178 | 7.83
multiplexers | 15 | 15 | 4.19
AND-OR/OR-AND | 123 | 123 | 23.0
AND/OR/NAND/NOR | 154 | 154 | 22.7
adder cells (fa/ha/maj) | 49 | 49 | 17.2
-- power by group --
| part | switching [W] | leakage [nW] | internal [W] | total, W |
|---|---|---|---|---|
| sequential | 0.00000144 | 0.377 | 0.00000616 | 0.00000760 |
| combinational | 0.0000300 | 1.82 | 0.0000375 | 0.0000675 |
| clock | 0 | 0 | 0 | 0 |
| total | 0.0000314 | 2.20 | 0.0000437 | 0.0000751 |
-- state kept, by name, summed over array words and instances, names as in the netlist --
register	count
ALU_In1_RegOut	16
ALU_In2_RegOut	16
ALU_Out_to_TRI	16
-- stage by stage --
step           total power, W  cells  cell area [µm²]  worst slack, ns  hold WS (ns)
6_report            0.0000751    696             4890             7.83          9.21
5_1_grt             0.0000830    696             4890             7.47          9.27
4_1_cts             0.0000752    696             4890             7.82          9.22
3_5_place_dp        0.0000749    696             4890             7.84          9.22
3_3_place_gp        0.0000742    696             4890             7.91          9.22
2_1_floorplan       0.0000429    485             3610             8.91          8.11
-- worst max-delay path, cell delays in order --
cell and delay, ns:
clkdlybuf4s50_1 0.39, buf_4 0.22, nor2_1 0.23, nand2_1 0.36
nor2_1 0.21, a21o_1 0.15, inv_1 0.05, ha_1 0.26
nor2b_1 0.13, o21ai_1 0.17, o21ai_1 0.17, a211oi_1 0.73
a21oi_2 0.14, a2111oi_4 0.38, and2_1 0.17, clkdlybuf4s50_1 0.45
No activity file was given, so power comes from the tool's default toggle rates.
