[/design/flow/design.v]
module Reg0(Reg0_in, Reg0_out_to_TRI, Reg0_En, rst, Reg0_out_Tri_EN, Reg0_out_to_BUS);
input [15:0] Reg0_in; 
output reg [15:0] Reg0_out_to_BUS, Reg0_out_to_TRI; 
input Reg0_En, Reg0_out_Tri_EN, rst; 
always @(posedge Reg0_En or posedge rst) 
begin
 if(rst)
  Reg0_out_to_TRI <= 1'b0; 
 else  
  Reg0_out_to_TRI <= Reg0_in;
end 
always @ (Reg0_out_Tri_EN, Reg0_out_to_TRI)
    begin   
      if (Reg0_out_Tri_EN)
        Reg0_out_to_BUS <= Reg0_out_to_TRI;
      else 
        Reg0_out_to_BUS <= 16'bz;
  end
endmodule 
[/design/flow/run.sh]
#!/bin/bash
# OpenROAD 26Q1-2900-gdf79404cd8, Yosys 0.63+post, stock flow scripts
make -C /OpenROAD-flow-scripts/flow DESIGN_CONFIG=/design/flow/config.mk WORK_HOME=/design/flow/orfs finish
[/design/flow/config.mk]
export PLATFORM = sky130hd
export DESIGN_NAME = Reg0
export DESIGN_NICKNAME = Reg0
export VERILOG_FILES = /design/flow/design.v
export SDC_FILE = /design/flow/constraint.sdc
export NUM_CORES = 4
export LEC_CHECK = 1
export CORE_AREA = 10 10 70 70
export DIE_AREA = 0 0 80 80
[/design/flow/constraint.sdc]
current_design Reg0

set clk_period 1.0
set clk_io_pct 0.2

create_clock -name clk0 -period $clk_period [get_ports {Reg0_En}]

set non_clock_inputs [all_inputs -no_clocks]
set_input_delay [expr $clk_period * $clk_io_pct] -clock clk0 $non_clock_inputs
set_output_delay [expr $clk_period * $clk_io_pct] -clock clk0 [all_outputs]
==> flow_summary_export.csv <==
group,metric,value,unit
status,run_status,"complete, no violations",
logic_synthesis,yosys_warnings,2,
critical_path,cp-start-kind,"flip-flop",
power,ir_worst_vdd,0.832,mV
logic_synthesis,simple_gate_share,0,
logic_synthesis,main_logic_family_after_synthesis,"buffers and inverters",
timing,worst_slew_pin_slew,0.0906,ns
route,avgViaCountPerCell,2.91,
logic_synthesis,syn_inst,33,
timing,tmin_final,0.977,ns
logic_synthesis,syn_avg_cell_area,15.9,um2
global_routing,global_route.usage.total,0.0461,
route,drtIter0Drc,12,
timing,fmaxAchievable,1020,MHz
finish,reg.largest.list,"Reg0_out_to_TRI: 16 flops",
timing,report.final.hold_viol_count,0,
floorplan,die_w,80,um
timing,min_period_over_period,0.977,
clock_network,cts_post_setup_buffers_inserted,0,
placed_design,port_buffers,49,
timing,finalMaxSlewViolations,0,
clock_network,clock_tree.htree_level_count,1,
route,drc,0,
floorplan,rows,21,
finish,instances_no_fill,117,
route,routed-via-count,340,
placed_design,gp_congestion,0.654,
critical_path,end_kind,"primary output",
logic_synthesis,ys_sh_xor,0,
critical_path,crit_family,"flip-flops",
clock_network,clock-sinks,16,
placed_design,dpl.cell_count,113,
route,wirelength_per_cell,13.1,um
clock_network,tritoncts,"done",
timing,maxSlewHeadroom,0.940,
critical_path,critical_path.cell_chain,"buf_2",
critical_path,critical-path-slowest-cell,"sky130_fd_sc_hd__dfrtp_1",
global_routing,grt_pass1_wl,2250,um
global_routing,final_global_route_overflow_total,0,
global_routing,grt_pass1_vias,400,
logic_synthesis,adder_cell_share_of_the_synthesized_area,0,
route,finalWirelength,1540,um
floorplan,die_h,80,um
finish,flip_flop_count_of_the_largest_register_after_layout,16,
finish,growth_of_design_area_from_synthesis_to_finish,61.8,%
finish,fraction_of_layout_instances_using_a_drive_strength_above_1,0.521,
logic_synthesis,synth_area,524,um2
finish,logic_area,0,um2
route,drt_pass1_iterations,4,
power,power.static_leakage,0.000415,uW
power,pwr_density_cell,1450,mW/mm2
hold_path,worst_hold_path_type,"primary input to asynchronous set/reset pin",
critical_path,critical_path_depth,1,
finish,multi_input_comb_cells,0,
timing,grt_setup_unrepaired,"true",
critical_path,worst-endpoint-required,0.80,ns
timing,report.final.setup_viol,0,
critical_path,critPathBufInv,1,
finish,layout.filler_cells,379,
finish,end_of_flow_core_utilization,0.248,
floorplan,core_util_floorplan,0.153,
logic_synthesis,synth.area.mux_share,0,
global_routing,number_of_antenna_violations_at_the_first_check_in_global_routing,0,
clock_network,cts.reportedPaths.clkPinSlew,0.08,ns
logic_synthesis,yosys_area,524,um2
clock_network,tritoncts.num_buffers,3,
floorplan,ios,51,
logic_synthesis,synth-seq-area-share,0.764,
critical_path,critPathMaxStageDelay,0.39,ns
job,max-cap-violations,0,
route,num_antenna_cells,0,
floorplan,floorplan.die_area,0.00640,mm2
logic_synthesis,ys_types,3,
finish,largest_register_by_flop_count,"Reg0_out_to_TRI",
global_routing,grt_max_degree,17,
logic_synthesis,yosys_register_bits,16,
clock_network,ctsHoldBuffers,0,
clock_network,cts_max_path_buffers,2,
logic_synthesis,aoi_share,0,
critical_path,worst_ep_arrival_time,0.78,ns
critical_path,critical_path.max_fanout,2,
route,antenna_left,0,
placed_design,pre_cts_slack,-0.0213,ns
logic_synthesis,yosys-stat-cells,33,
critical_path,worstSetupPathType,"flip-flop to primary output",
floorplan,core_region_area,0.00342,mm2
clock_network,cts_root_buffer,"sky130_fd_sc_hd__clkbuf_4",
timing,layout_setup_ws,0.0234,ns
job,warnings,27,
## area by class of cell
cell class | instances | area, um2 | area share
flip-flops and latches | 16 | 400 | 0.472
well taps | 46 | 57.6 | 0.0678
inverters | 1 | 3.75 | 0.00442
clock buffers | 4 | 36.3 | 0.0428
repair buffers | 50 | 350 | 0.413
## per-stage QoR
step / setup TNS [ns] / power, uW / hold WS (ns) / cell area [um2]
6_report: 0 / 1230 / 0.221 / 848
3_3_place_gp: -0.0808 / 915 / 0.521 / 972
4_1_cts: 0 / 1260 / 0.214 / 848
5_1_grt: -0.319 / 1300 / 0.253 / 848
3_5_place_dp: -0.192 / 918 / 0.523 / 972
2_1_floorplan: 0 / 745 / 0.114 / 524
## Yosys cell counts
cell	count	area share
sky130_fd_sc_hd__inv_1	1	0.0072
sky130_fd_sc_hd__buf_4	16	0.23
sky130_fd_sc_hd__dfrtp_1	16	0.76
## layer usage
layer	global-route usage	vias to the layer above	share of wire
met2	0.0811	27	0.50
met1	0.0382	154	0.29
li1	-	159	-
met4	0.00176	0	0
met5	0	-	0
met3	0.0443	0	0.21
## layout by cell type (no fill, tap or decap)
| master | count |
|---|---|
| sky130_fd_sc_hd__clkbuf_4 | 3 |
| sky130_fd_sc_hd__inv_1 | 1 |
| sky130_fd_sc_hd__dfrtp_1 | 16 |
| sky130_fd_sc_hd__buf_2 | 32 |
| sky130_fd_sc_hd__clkbuf_8 | 1 |
| sky130_fd_sc_hd__buf_12 | 1 |
| sky130_fd_sc_hd__clkdlybuf4s50_1 | 17 |
## worst max-delay path by stage
| stage | from | endpoint | slack [ns] |
|---|---|---|---|
| after CTS | Reg0_out_to_TRI[7]$_DFF_PP0_ | Reg0_out_to_BUS[7] | 0.0002 |
| after global routing | Reg0_out_to_TRI[7]$_DFF_PP0_ | Reg0_out_to_BUS[7] | -0.03 |
| final | Reg0_out_to_TRI[7]$_DFF_PP0_ | Reg0_out_to_BUS[7] | 0.02 |
## cell families (layout without fill, tap and decap cells)
kind of cell | count (synthesis) | in the layout
flops | 16 | 16
buf+inv | 17 | 55
## power breakdown
part,internal [uW],switching [uW]
Combinational,106,32.8
Clock,221,176
Sequential,679,13.7
## timing repair
item	in CTS	in global routing
pin swaps	0	0
hold endpoints to repair	0	0
endpoints found under the setup margin	32	28
resized	96	0
gates cloned	0	0
Power is estimated from default activity; no workload was simulated.
