`./design.v`:
```
module GPIO_P0(GPIO_0_in, GPIO_0_out_to_TRI, GPIO_0_En, rst, GPIO_0_out_Tri_EN, GPIO_0_out_to_BUS, GPIO_To_Periph, GPIO_0_Periph_TRI_En);
input [15:0] GPIO_0_in; 
output reg [15:0] GPIO_0_out_to_BUS, GPIO_0_out_to_TRI, GPIO_To_Periph; 
input GPIO_0_En, GPIO_0_out_Tri_EN, GPIO_0_Periph_TRI_En,rst; 
always @(GPIO_0_En or rst) 
begin
 if(rst)
  GPIO_0_out_to_TRI <= 1'b0; 
 else 
  if (GPIO_0_En)  
  GPIO_0_out_to_TRI <= GPIO_0_in;
end 
always @ (GPIO_0_out_Tri_EN, GPIO_0_out_to_TRI)
    begin   
      if (GPIO_0_out_Tri_EN)
        GPIO_0_out_to_BUS <= GPIO_0_out_to_TRI;
      else 
        GPIO_0_out_to_BUS <= 16'bz;
  end
always @(GPIO_0_Periph_TRI_En, rst) 
begin
if (GPIO_0_Periph_TRI_En)  
 if(rst)
  GPIO_To_Periph <= 16'b0; 
 else
    GPIO_To_Periph <= GPIO_0_in;    
else  
  GPIO_To_Periph <= 16'bZ;  
end 
endmodule 
```
`./run.sh`:
```
#!/bin/bash
# OpenROAD 26Q1-2900-gdf79404cd8, Yosys 0.63+post, stock flow scripts
make -C /OpenROAD-flow-scripts/flow DESIGN_CONFIG=/design/flow/config.mk WORK_HOME=/design/flow/orfs finish
```
`./config.mk`:
```
export PLATFORM = sky130hd
export DESIGN_NAME = GPIO_P0
export DESIGN_NICKNAME = GPIO_P0
export VERILOG_FILES = /design/flow/design.v
export SDC_FILE = /design/flow/constraint.sdc
export NUM_CORES = 4
export LEC_CHECK = 1
export CORE_AREA = 10 10 70 70
export DIE_AREA = 0 0 80 80
```
`./constraint.sdc`:
```
current_design GPIO_P0

set clk_period 1.0
set clk_io_pct 0.2

create_clock -name clk0 -period $clk_period

set non_clock_inputs [all_inputs -no_clocks]
set_input_delay [expr $clk_period * $clk_io_pct] -clock clk0 $non_clock_inputs
set_output_delay [expr $clk_period * $clk_io_pct] -clock clk0 [all_outputs]
```
==> reports/summary.log <==
qor: status.status complete, no violations
qor: routing.num_vias 583
qor: job.cap_viol_max_count 0
qor: global_routing.grt-ovfl-total 0
qor: sta.report.final.slew_viol_count 0
qor: routing.drtIter0Drc 3
qor: die.floorplan.rows 21
qor: critical_path.timing.critical_path.required 800 ps
qor: routing.routedWlPerCell 11.8 um
qor: placed_design.post_dp_hpwl 1.82 mm
qor: sta.setup_total_negative_slack 0 ps
qor: finish.post_route_cells_drive_above_1_share 48.4%
qor: global_routing.first_global_vias 617
qor: placed_design.placedInstanceArea 1180 um^2
qor: worst_hold_path.hp-class in -> out
qor: sta.finalWorstSetupSlack 38.8 ps
qor: finish.layout-area-overhead-vs-synth 159%
qor: die.fp_util 14.4%
qor: routing.dr.pass1.iters 2
qor: logic_synthesis.primary_flip_flop_cell_chosen_by_synthesis_mapping sky130_fd_sc_hd__dlxtn_1
qor: critical_path.timing.critical_path.arrival 760 ps
qor: sta.worst_hold_slack 744 ps
qor: logic_synthesis.cell_area_after_technology_mapping 493 um^2
qor: sta.worst_slew_pin_slew 134 ps
qor: power.power.density_cell_area 248 nW/um^2
qor: finish.number_of_standard_cells_in_the_layout_taps_in_and_fillers_out 174
qor: logic_synthesis.ys.flops 16
qor: global_routing.grt_antenna_before_repair 0
qor: logic_synthesis.synthesized_area_divided_by_synthesized_cell_count 9.86 um^2
qor: finish.layout_top_registers GPIO_0_out_to_TRI: 16 flops
qor: sta.rsz0062_at_grt false
qor: power.irDropWorstVdd 0.0000967 V
qor: sta.unconstrained_endpoints 48
qor: routing.routed_wl 2.06 mm
qor: routing.post-route-drc-count 0
qor: placed_design.pre_cts_ws -711 ps
qor: sta.timing.final.crit_period 961 ps
qor: logic_synthesis.synth_warnings 3
qor: sta.number_of_register_pins_that_no_clock_reaches 16
qor: critical_path.path_max_fanout 8
qor: global_routing.grt_first_pass_wirelength 3.19 mm
qor: critical_path.cp-end-kind output pin
qor: routing.vias_per_cell 3.35
qor: logic_synthesis.synth-cells-yosys 50
qor: critical_path.worstSetupStartpointType input pin
qor: routing.post_route_ant_nets 0
qor: sta.setup_viol_count_final 0
qor: critical_path.critical_path_class in -> out
qor: routing.diodes 0
qor: finish.largest_reg_flops 16
qor: logic_synthesis.ys_top_cells_by_area sky130_fd_sc_hd__dlxtn_1 49%, sky130_fd_sc_hd__buf_4 24%, sky130_fd_sc_hd__and2b_2 12%, sky130_fd_sc_hd__nor2b_1 11%, sky130_fd_sc_hd__buf_6 2.3%
qor: die.design.die.area 6400 um^2
qor: logic_synthesis.netlist_instances 50
qor: die.core_region_area 3420 um^2
qor: die.number_of_primary_i_o_pins 68
qor: logic_synthesis.netlist_top_cells_count 16 x sky130_fd_sc_hd__buf_4, 16 x sky130_fd_sc_hd__dlxtn_1, 9 x sky130_fd_sc_hd__nor2b_1, 7 x sky130_fd_sc_hd__and2b_2
qor: die.dieHeight 80 um
qor: global_routing.grtUsageTotal 5.95%
qor: global_routing.grt_max_degree 17
qor: sta.timing.final.crit_share 96.1%
qor: finish.fillers 360
qor: sta.hold_viol_final 0
qor: worst_hold_path.worstHoldPathCells 4
qor: placed_design.placed_cell_count 159
qor: power.static_leak 0.667 nW
qor: finish.finalCoreUtilization 37.4%
qor: logic_synthesis.synth-edff-count 0
qor: sta.slew_headroom 91.1%
qor: logic_synthesis.top_cell_type_s_share_of_synthesized_area 48.7%
qor: placed_design.finalWeightedCongestion 0.753
qor: finish.final_area 1280 um^2
qor: logic_synthesis.synth-async-reset-ratio 0%
qor: die.floorplan.die.width 80 um
qor: job.warning_count 34
qor: power.fin_total_pwr 0.316 mW
qor: logic_synthesis.count_of_distinct_cell_types_in_the_synthesized_netlist 6
qor: finish.largest_register GPIO_0_out_to_TRI
qor: logic_synthesis.yosysTopAreaCell sky130_fd_sc_hd__dlxtn_1
qor: sta.max_clock_freq 1040 MHz
qor: logic_synthesis.synth-area-yosys 493 um^2
qor: placed_design.port-buffer-count 66
-- path summary, 6_finish.rpt --
| check | from | to | slack, ps |
|---|---|---|---|
| hold / removal | rst | GPIO_To_Periph[9] | 740 |
| setup / recovery | rst | GPIO_To_Periph[10] | 40 |
-- report_power, final --
group	total (mW)	leakage [nW]	internal (mW)	switching, mW
clock network	0	0	0	0
logic	0.275	0.541	0.201	0.0738
registers	0.0418	0.126	0.0379	0.00391
total	0.316	0.667	0.239	0.0777
-- layout by cell type (no fill, tap or decap) --
cell type and instances:
sky130_fd_sc_hd__and2b_2 7, sky130_fd_sc_hd__buf_2 16, sky130_fd_sc_hd__buf_4 27, sky130_fd_sc_hd__buf_6 2
sky130_fd_sc_hd__buf_8 1, sky130_fd_sc_hd__clkdlybuf4s50_1 33, sky130_fd_sc_hd__dlxtn_1 16, sky130_fd_sc_hd__dlygate4sd2_1 16
sky130_fd_sc_hd__nor2_1 1, sky130_fd_sc_hd__nor2b_4 9
-- per-layer routing --
metal	share of wire, %	GRT usage, %	vias up
met5	0	0	-
met4	0	0	0
met3	17	2.84	0
met2	44	10.5	42
met1	39	6.71	250
li1	-	-	291
-- layout make-up --
| type | count | area, um^2 | area share, % |
|---|---|---|---|
| timing repair buffer | 95 | 791 | 61.9 |
| tap | 46 | 57.6 | 4.51 |
| sequential | 16 | 240 | 18.8 |
| multi-input combinational | 17 | 189 | 14.8 |
-- repair_timing --
item,CTS,global route
setup endpoints to repair,16,6
gates resized,89,2
setup buffers,14,1
hold buffers,0,0
-- cells by family (layout without fill, tap and decap cells) --
| group | after synthesis | after routing | synth area share, % |
|---|---|---|---|
| AND/OR/NAND/NOR | 17 | 17 | 24.6 |
| buffers and inverters | 17 | 95 | 26.7 |
| latches | 16 | 16 | 48.7 |
-- worst max-delay path, cell delays in order --
cell and delay, ps:
sky130_fd_sc_hd__buf_6 100, sky130_fd_sc_hd__buf_8 130, sky130_fd_sc_hd__buf_4 130, sky130_fd_sc_hd__nor2b_4 100, sky130_fd_sc_hd__buf_2 100
Power is estimated from default activity; no workload was simulated.
